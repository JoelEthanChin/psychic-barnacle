===== design/flow/design.v =====
module clk_div(CLK_I,rst, clk );
input CLK_I,rst;
output reg clk;
parameter sys_clk = 100000000;	 
parameter clk_out = 500;	 
parameter max = sys_clk / (2*clk_out);  
reg [22:0]counter = 0;  
always@(posedge CLK_I or posedge rst) begin
	if(rst)
	begin
	   counter <= 0;
		clk <= 0;
	end
	else if (counter == max-1)
		begin
		counter <= 0;
		clk <= ~clk;
		end
	else
		begin
		counter <= counter + 1'd1;
		end
	end
endmodule

===== design/flow/run.sh =====
#!/bin/bash
# OpenROAD 26Q1-2900-gdf79404cd8, Yosys 0.63+post, stock flow scripts
make -C /OpenROAD-flow-scripts/flow DESIGN_CONFIG=/design/flow/config.mk WORK_HOME=/design/flow/orfs finish

===== design/flow/config.mk =====
export PLATFORM = sky130hd
export DESIGN_NAME = clk_div
export DESIGN_NICKNAME = clk_div
export VERILOG_FILES = /design/flow/design.v
export SDC_FILE = /design/flow/constraint.sdc
export NUM_CORES = 4
export LEC_CHECK = 1
export CORE_AREA = 10 10 91 91
export DIE_AREA = 0 0 101 101

===== design/flow/constraint.sdc =====
current_design clk_div

set clk_period 3.9
set clk_io_pct 0.2

create_clock -name clk0 -period $clk_period [get_ports {CLK_I}]

set non_clock_inputs [all_inputs -no_clocks]
set_input_delay [expr $clk_period * $clk_io_pct] -clock clk0 $non_clock_inputs
set_output_delay [expr $clk_period * $clk_io_pct] -clock clk0 [all_outputs]

==> results_slide.txt <==
Flow Results at a Glance

STA
  – Setup TNS: 0 ns
  – Maximum achievable frequency: 527 MHz
  – Hold Vio Cnt, Final: 0
  – Minimum clock period: 1.90 ns
  – WHS: 0.481 ns
  – RSZ-0062 raised after global routing: no
  – Final worst-path cycle share: 0.486
  – Max-slew violations: 0
  – Rel. slew slack: 0.672
  – Worst Tran Pin Value: 0.487 ns
  – Final number of setup-violating endpoints: 0
  – Clock skew: 0.00967 ns

Floorplanning
  – Fp util: 0.180
  – Die height: 101 um
  – Die area: 10,200 um^2
  – Die W: 101 um
  – Core area: 6350 um^2
  – I/O pins: 3
  – Placement row count: 29

Global routing
  – First-pass GRT wire length: 3830 um
  – Vias in the first global route: 818
  – Pin count of the biggest net entering global routing: 25
  – Gr usage total: 0.0432
  – Grt ovf: 0
  – Initial antenna violation count: 0

CTS
  – CTS tree: done
  – Num Clock Sinks: 24
  – CTS buffer count: 3
  – Hold buffers post-CTS: 0
  – Worst-Skew Late Latency: 0.27 ns
  – Postcts setup bufs: 0
  – CTS resizes: 0
  – Clock Tree Root: clkbuf_8
  – Clock buffer depth: 2
  – CTS clock-pin slew for the worst setup and hold paths: 0.09 ns
  – H-tree depth: 1

Min path
  – Worst hold path type: reg -> reg

Synthesis
  – Yosys chip area: 1140 um^2
  – Yosys warning count: 1
  – Yosys cell count: 105
  – Synth flops: 24
  – Syn Inst Count: 105
  – Post-synth EDFFs: 0
  – Synth Seq Share: 0.527
  – Synthesized area per cell: 10.9 um^2
  – Main synth FF type: dfrtp_1
  – Synthesized area: 1140 um^2
  – Synth cell types: 24
  – Async S/R FF share, synth: 1.00

Detailed routing
  – Top sig layer: met4
  – Vias per inst: 3.98
  – Pre-antenna DRT Iters: 2
  – Routed len/inst: 10.2 um
  – Number of remaining DRC errors: 0
  – Post-Route WL: 1910 um
  – DRT iter0 DRCs: 48
  – Antenna cells: 0
  – Met3 wire len: 62 um
  – ANT nets after route: 0
  – Total vias in the final route: 749
  – Met2 WL: 847 um
  – M1 WL: 987 um

Final layout
  – Fin area: 1330 um^2
  – Top cell excl fill/tap: dfrtp_1
  – Layout fillers: 659
  – Syn-to-layout area delta: 16.7%
  – Ratio of cells with drive above 1 in the final layout: 0.0901
  – Top cells excl fill/tap: dfrtp_1, nand3_1, xnor2_1
  – Fin cells: 188

Placement
  – DPL Wire Length: 1350 um
  – Placed Cells: 184
  – PortBufs: 2
  – Placed Area: 1260 um^2
  – GPL Wtd Cong: 0.825

Setup path
  – CP Class: reg -> out
  – Buffers plus inverters on the worst setup path: 1
  – Slowest-stage cell, CP: clkdlybuf4s50_1
  – Largest stage delay, worst path: 0.47 ns
  – Type of origin of the critical path: flop
  – Worst reg2reg startpoint: counter[0]$_DFF_PP0_
  – Reg2reg path depth: 5
  – CP Depth: 1
  – Critical Path Sink: clk
  – RR Endpoint: counter[20]$_DFF_PP0_
  – Max Fanout on Critical Path: 2
  – Worst path cell trace: clkdlybuf4s50_1
  – CP Capture Type: output pin
  – Crit-path leading delay family: buffers and inverters
  – CP startpoint: clk$_DFFE_PP0N_
  – CP Data Arrival Time: 1.12 ns
  – Critical Path RT: 3.12 ns
  – R2R Setup Slk: 2.19 ns

Pwr
  – Int Power: 387 uW
  – Sw Pwr: 83.3 uW
  – Sw Ratio: 0.177
  – Clock Power Share: 0.458
  – Peak supply drop: 0.000214 V
  – P per Cell Area: 354 nW/um^2
  – Leak Pwr: 0.000607 uW
  – Pwr Total: 471 uW
  – Relative contribution of sequential cells to total power: 0.528
  – Logic pwr share: 0.014

Outcome
  – Result of the run: finished, final reports clean

Job
  – Max Cap Violations: 0
  – Tool warnings: 25
routing by layer:
metal,vias to the layer above,global-route usage
met5,-,0
met4,0,0.00536
met3,2,0.0111
met2,4,0.0634
met1,362,0.0643
li1,381,-
flip-flops by register name, indices dropped and copies added, names as in the netlist:
signal,cells
counter,23
clk,1
power groups by stage:
stage	clock network [uW]	logic, uW	registers [uW]
4_1_cts	220	7.03	249
5_1_grt	234	7.60	249
6_report	216	6.43	249
through the flow:
| step | util | setup slack [ns] |
|---|---|---|
| 4_1_cts | 0.209 | 1.99 |
| 3_5_place_dp | 0.198 | 2.23 |
| 6_report | 0.209 | 2.00 |
| 3_3_place_gp | 0.198 | 2.20 |
| 2_1_floorplan | - | 2.45 |
| 5_1_grt | 0.209 | 1.93 |
layout make-up:
class                      count  area [um^2]  area share
clock buffer                   3         41.3      0.0310
clock inverter                 1         30.0      0.0226
inverter                       2         7.51     0.00564
multi-input combinational     78          527       0.396
sequential                    24          601       0.452
tap                           77         96.3      0.0724
timing repair buffer           3         27.5      0.0207
cell usage after synthesis, types with 2 or more instances:
cell type / n / area share
nand4_1: 5 / 0.027
nand3_1: 14 / 0.061
xnor2_1: 12 / 0.092
nand2_1: 5 / 0.016
dfrtp_1: 24 / 0.53
inv_1: 2 / 0.0066
xor2_1: 9 / 0.069
and3_1: 6 / 0.033
nor4_1: 3 / 0.016
nor2_1: 11 / 0.036
how the worst min path moves through the flow:
| stage | slack, ns | from | end | depth (start not counted) |
|---|---|---|---|---|
| finish | 0.48 | clk$_DFFE_PP0N_ | clk$_DFFE_PP0N_ | 1 |
| global route | 0.52 | counter[0]$_DFF_PP0_ | counter[0]$_DFF_PP0_ | 1 |
| CTS | 0.48 | clk$_DFFE_PP0N_ | clk$_DFFE_PP0N_ | 1 |
kinds of logic after synthesis:
logic type / Yosys count / synth area share
adders and majority gates: 1 / 0.0110
and+or+nand+nor: 54 / 0.281
DFF: 24 / 0.527
AOI/OAI and AO/OA: 2 / 0.00877
buffers and inverters: 3 / 0.0110
xor gates and xnor gates: 21 / 0.161
No activity file was given, so power comes from the tool's default toggle rates.
